### ./config.mk
export PLATFORM = sky130hd
export DESIGN_NAME = compare
export DESIGN_NICKNAME = compare
export VERILOG_FILES = /design/flow/design.v
export SDC_FILE = /design/flow/constraint.sdc
export NUM_CORES = 4
export LEC_CHECK = 1
export CORE_AREA = 10 10 102 102
export DIE_AREA = 0 0 112 112
### ./constraint.sdc
current_design compare

set clk_period 5.9
set clk_io_pct 0.2

create_clock -name clk0 -period $clk_period

set non_clock_inputs [all_inputs -no_clocks]
set_input_delay [expr $clk_period * $clk_io_pct] -clock clk0 $non_clock_inputs
set_output_delay [expr $clk_period * $clk_io_pct] -clock clk0 [all_outputs]
### ./design.v
module compare(a,b,gt,lt,eq,ge,le);
    input wire[63:0] a,b;
    output wire gt,lt,eq,ge,le;
    assign gt= (a>b);
    assign lt= (a<b);
    assign eq= (a===b);
    assign ge= (a>=b);
    assign le= (a<=b);
endmodule
### ./run.sh
#!/bin/bash
# OpenROAD 26Q1-2900-gdf79404cd8, Yosys 0.63+post, stock flow scripts
make -C /OpenROAD-flow-scripts/flow DESIGN_CONFIG=/design/flow/config.mk WORK_HOME=/design/flow/orfs finish
==> qor.yml <==
outcome:
  status: "finished, final reports clean"
detailed_routing:
  antenna_cells: 0
  first_iter_violations: 54
  vias_per_cell: 4.18
  dr_total_vias: 1965
  finalWirelength_mm: 5.86
  first_pass_iters: 4
  routedWlPerCell_um: 12.5
  ant_nets: 0
  drc_errors: 0
job:
  warnings: 32
  max_cap_violations: 0
global_routing:
  grt_pass1_wl_mm: 9.64
  overflow: 0
  grt_use_total: 0.0898
  grt_max_degree: 5
  first_global_vias: 2073
  antenna_found_initial: 0
setup_path:
  critPathLaunchType: "input port"
  required_ps: 4720
  cp.arrival_ps: 3930
  crit_fanout: 4
  critPathCapture: "le"
  startpoint: "b[62]"
  path_class: "in -> out"
  crit_path_end_kind: "primary output"
final_layout:
  seqCellArea_um2: 0
  finalInstanceArea_um2: 3170
  seq_cells: 0
  nClkBuffers: 0
  fin_util: 0.385
  drive_above_1_share: 0.0219
  area_delta_synth_final_pct: 85.8
  fillers: 828
final_timing:
  final-setup-viol-count: 0
  tightest_slew_ps: 517
  rsz0062_at_grt: "false"
  max_freq_mhz: 196
  finalHoldViolCount: 0
  relSlewSlack: 0.652
  holdWs_ps: 3680
  fin_crit_sh: 0.866
  period_minus_slack_ps: 5110
  fin_setup_tns_ps: 0
  drv_slew: 0
floorplanning:
  dieHeight_um: 112
  die-width_um: 112
  rows: 33
  io_pins: 133
  coreArea_um2: 8220
  chipArea_um2: 12500
  initCoreUtil: 0.207
cts:
  cts_setup_buffers: 0
  cts_resized: 0
  cts_hold_buf: 0
logic_synthesis:
  syn_area_per_cell_um2: 7.35
  synth_area_um2: 1700
  synthCells: 232
  synth_warnings: 0
  ys_seq_frac: 0
  area_leaders: "ha_1, inv_1, a21oi_1"
  top_area_cell: "ha_1"
  synth_stat.cells: 232
  yosysUniqueCellTypes: 34
  top_area_frac: 0.470
  yosys_area_um2: 1700
min_path:
  hp-start: "b[47]"
  holdPathStages: 7
  worstHoldPathType: "in -> out"
placed_design:
  dp_hpwl_mm: 5.68
  gp_congestion: 0.827
  place_area_um2: 3170
  port_buffers: 133
power_and_ir_drop:
  power_density_nw_per_um2: 60.1
  ir_drop_mv: 0.0261
  total_power_uw: 190
  leakage_uw: 0.00158
==> through the flow <==
step	cells	setup WS, ps
2_1_floorplan	232	1990
3_3_place_gp	470	656
3_5_place_dp	470	690
4_1_cts	470	674
5_1_grt	470	499
6_report	470	792
==> layout by cell type (no fill, tap or decap) <==
cell type / instances
a2111oi_4: 1
nand4_4: 1
nor4_4: 1
or2_1: 1
nand4_2: 1
inv_1: 66
or4_1: 1
and3_1: 1
a21o_1: 5
a2111o_1: 1
a21oi_1: 24
and3_2: 1
ha_1: 64
a41oi_1: 1
nand3_1: 3
nor3_1: 3
and2_1: 1
a22oi_1: 1
a21boi_0: 1
o211ai_1: 2
nor2_1: 4
nor2b_1: 1
o21a_1: 2
o31a_2: 1
nand2_1: 13
clkdlybuf4s50_1: 133
nand4_1: 14
a221o_1: 1
a221oi_1: 2
a41o_1: 1
nor4_1: 1
nor4_2: 1
o21ai_0: 8
nand3_2: 1
nand2b_1: 2
==> critical path: stages <==
cell	delay (ps)
clkdlybuf4s50_1	450
inv_1	40
ha_1	330
a21o_1	190
a221oi_1	280
o21a_1	170
o211ai_1	110
nor4_2	540
or2_1	180
clkdlybuf4s50_1	460
==> layout make-up <==
class	instances	area, µm²	share of cell area
inverters	66	248	0.0782
multi-input cells	166	1460	0.460
well taps	105	131	0.0415
repair buffers	133	1330	0.420
==> how the worst min path moves through the flow <==
stage         end  slack, ps
CTS            lt       3710
finish         lt       3680
global route   lt       3760
==> where the power goes <==
group	switching, µW	internal (µW)	total (µW)
clock network	0	0	0
registers	0	0	0
logic	66.3	124	190
==> cell families (layout without fill, tap and decap cells) <==
logic type               Yosys count  count (layout)  share of synthesized area
buffers and inverters             66             199                      0.145
AND-OR/OR-AND                     51              51                      0.198
adder cells (fa/ha/maj)           64              64                      0.470
AND/OR/NAND/NOR                   51              51                      0.186
==> cell usage after synthesis <==
cell / count
a2111o_1: 1
a2111oi_4: 1
a21boi_0: 1
a21o_1: 5
a21oi_1: 24
a221o_1: 1
a221oi_1: 2
a22oi_1: 1
a41o_1: 1
a41oi_1: 1
and2_1: 1
and3_1: 1
and3_2: 1
ha_1: 64
inv_1: 66
nand2_1: 13
nand2b_1: 2
nand3_1: 3
nand3_2: 1
nand4_1: 14
nand4_2: 1
nand4_4: 1
nor2_1: 4
nor2b_1: 1
nor3_1: 3
nor4_1: 1
nor4_2: 1
nor4_4: 1
o211ai_1: 2
o21a_1: 2
o21ai_0: 8
o31a_2: 1
or2_1: 1
or4_1: 1
==> layer usage <==
metal	vias up	global-route usage	routed length [µm]	part of all wire
met5	-	0	0	0
met4	0	0	0	0
met3	0	0.0440	753	0.13
met2	83	0.142	2450	0.42
met1	800	0.115	2660	0.45
li1	1082	-	-	-
Power and IR drop assume default switching activity.
